[flow/run.sh]
#!/bin/bash
# OpenROAD 26Q1-2900-gdf79404cd8, Yosys 0.63+post, stock flow scripts
make -C /OpenROAD-flow-scripts/flow DESIGN_CONFIG=/design/flow/config.mk WORK_HOME=/design/flow/orfs finish
[flow/config.mk]
export PLATFORM = sky130hd
export DESIGN_NAME = Data_Memory
export DESIGN_NICKNAME = Data_Memory
export VERILOG_FILES = /design/flow/design.v
export SDC_FILE = /design/flow/constraint.sdc
export NUM_CORES = 4
export LEC_CHECK = 1
export CORE_UTILIZATION = 40
[flow/constraint.sdc]
current_design Data_Memory

set clk_period 40.2
set clk_io_pct 0.2

create_clock -name clk0 -period $clk_period [get_ports {clk}]

set non_clock_inputs [all_inputs -no_clocks]
set_input_delay [expr $clk_period * $clk_io_pct] -clock clk0 $non_clock_inputs
set_output_delay [expr $clk_period * $clk_io_pct] -clock clk0 [all_outputs]
[flow/design.v]
module Data_Memory
#
(
	parameter	MEMORY_DEPTH = 64,
	parameter 	DATA_WIDTH = 32
)
(
	input 								clk,
	input 								Write_Enable,
	input 	[(DATA_WIDTH-1):0]	Write_Data,
	input		[(DATA_WIDTH-1):0] 	Address,
	output	[(DATA_WIDTH-1):0] 	Read_Data
);
	reg 	[DATA_WIDTH-1:0] 	ram[MEMORY_DEPTH-1:0];
	reg 	[DATA_WIDTH-1:0] 	Address_reg;
	wire  [(DATA_WIDTH-3):0] CurrAddr;
   assign CurrAddr=Address[(DATA_WIDTH-1):2]; 
	always @ (posedge clk) begin
		if (Write_Enable)  
			ram[CurrAddr] <= Write_Data;
		end
assign Read_Data = ram[CurrAddr];
endmodule
==> metrics.yaml <==
status: "finished, final reports clean"
cap_violations: 0
cpMaxStageDelayCell: "nor2_2"
grt_max_degree: 93
grt-ovfl-total: 0
top_cells_by_area: "edfxtp_1, mux2i_1, mux4_2"
power_leakage_nw: 28.32
met3WireLength_um: 30910
ys_cells: 4207
synthArstFlopShare: 0
hold_buffers: 0
tns_ns: 0
edf_count: 2048
synth_seq_share: 0.7856
cts.sinks: 2048
synth.avg_cell_area_sq_um: 18.61
pwr-share-comb: 0.053
holdCritPathClass: "primary input to flip-flop"
largest_reg_flops: 2048
p_seq_frac: 0.538
root_buffer: "clkbuf_16"
hold_viol: 0
dp_hpwl_um: 114100
clkPwrFrac: 0.408
ys_types: 55
reg_top3: "ram: 2048 flops"
die_h_um: 444.4
ant_nets: 0
grt_pass1_wl_um: 296700
io_pins: 98
antenna_found_initial: 0
grt_usage: 0.2268
globalplace.congestion: 0.8764
critPathKind: "primary input to output port"
viasPerCell: 5.873
crit_chain: "buf_8, buf_4, buf_4, inv_1, buf_4, nor2_2, buf_4, a22oi_1, a31oi_1, a2111oi_2, buf_4, nand3_1, clkdlybuf4s50_1"
max_freq_ghz: 0.04717
vias: 41590
power.density_nw_per_um2: 49.35
fill_cells: 16010
die_area_sq_um: 197500
numCtsBuffers: 197
tightestPinTransition_ns: 0.9372
timing.final.max_slew_violations: 0
cpPeakStageDelay_ns: 0.79
path_common_cell: "buf_4"
synthFlopType: "edfxtp_1"
swShare: 0.2112
cp.arrival_ns: 13.16
startpoint_type: "primary input"
vdd_drop_max_mv: 0.04277
post_cts_resized: 0
relSlewSlack: 0.3739
synth_area_sq_um: 78290
warning_count: 52
synth_warnings: 1
largest-register: "ram"
met2_length_um: 95050
ys_area_sq_um: 78290
routed_wirelength_um: 204400
routedWlPerCell_um: 28.87
largest_area_cell: "edfxtp_1"
core_area_sq_um: 194600
endpoint_kind: "output port"
h-tree-depth: 4
core.rowCount: 162
drcViolationCount: 0
fp_util: 0.4023
most_common_cell: "edfxtp_1"
drt_iter0_drc: 2616
crit_required_ns: 32.16
wl_met1_um: 71260
ctsLongestPathBuffers: 3
drive_gt1_frac: 0.1833
grt_pass1_vias: 43640
area_growth_pct: 13.83
clkSlewWorstSetupHoldPaths_ns: 0.06
cts_tree: "yes"
critPathMaxFanout: 58
synth.top_cell.area_share: 0.7856
top_layer: "met5"
ys.flops: 2048
p_switching_mw: 0.9289
post-route-period-util: 0.5274
rsz0062_at_grt: "false"
die_x_um: 444.4
top_cells_by_count: "edfxtp_1, mux2i_1, a22oi_1"
netlist_instances: 4207
internal_power_mw: 3.468
port_buffers: 71
period_minus_slack_ns: 21.20
post_cts_buffers: 0
setup_viol: 0
worstHoldPathCells: 2
final_core_util: 0.4580
drt-pass1-iter-count: 5
[final timing paths]
kind,startpoint,endpoint,slack [ns]
setup / recovery,Address[4],Read_Data[4],19.00
hold / removal,Write_Data[28],ram[31][28]$_DFFE_PP_,7.87
[final cells by class]
class	instances	area, sq um	share of cell area
diodes	2	5.005	0.00005616
clock buffers	241	5223	0.05860
clock inverters	120	1036	0.01163
inverters	2	15.01	0.0001685
multi-input cells	1859	16090	0.1805
flip-flops and latches	2048	61500	0.6901
well taps	2542	3181	0.03569
repair buffers	268	2069	0.02322
[kinds of logic (layout without fill, tap and decap cells)]
logic type,Yosys count,count (layout),share of synthesized area
AOI/OAI and AO/OA,933,933,0.08733
buffers and inverters,300,631,0.01696
DFF,2048,2048,0.7856
muxes,502,502,0.08188
other,0,2,0
and+or+nand+nor,424,424,0.02829
[placed cells by master (no fill, tap or decap), types with 8 or more instances in the layout]
master,instances
edfxtp_1,2048
mux2i_1,259
clkbuf_16,203
buf_4,195
a22oi_1,188
a221oi_1,175
mux2_2,147
a21oi_1,121
mux4_2,96
o22ai_1,93
and3_1,85
o21ai_0,84
nor2_1,77
o22a_1,70
nor2_4,67
a22o_1,66
clkinv_1,60
nand3_1,53
a31oi_1,43
clkbuf_1,38
clkdlybuf4s50_1,36
buf_2,32
clkinv_2,30
nand2_1,27
nor3_1,19
a211oi_1,17
bufinv_16,17
a222oi_1,16
nand2b_1,15
o2bb2ai_1,15
a221o_1,15
or4_1,15
or4b_1,14
nor4_1,14
a2111oi_1,8
[worst max-delay path, delay by kind of cell]
| family | cells | cell delay, ns |
|---|---|---|
| buf+inv | 8 | 3.16 |
| simple gates | 2 | 1.06 |
| compound gates | 3 | 0.76 |
[per-layer routing]
metal  GRT usage  vias to the layer above
met5     0.01563                        -
met4     0.06097                       10
met2      0.3280                     2496
met3      0.1542                      346
met1      0.2893                    20810
li1            -                    17930
[stage by stage]
stage	cells	hold slack, ns	cell area (sq um)	setup WS [ns]	power (mW)
after floorplan	4207	8.139	78290	22.01	2.527
final	7082	7.869	89120	19.00	4.397
after detailed placement	6719	8.708	82850	19.00	2.648
after CTS	7080	7.829	89110	18.98	4.432
after global placement	6719	8.698	82850	18.98	2.645
after global routing	7080	7.868	89110	18.66	4.527
[power groups by stage]
| stage | logic [mW] | clock network, mW | registers [mW] |
|---|---|---|---|
| after CTS | 0.236 | 1.83 | 2.37 |
| after global routing | 0.250 | 1.91 | 2.37 |
| final | 0.234 | 1.80 | 2.37 |
No activity file was given, so power comes from the tool's default toggle rates.
