--- design/flow/run.sh ---
#!/bin/bash
# OpenROAD 26Q1-2900-gdf79404cd8, Yosys 0.63+post, stock flow scripts
make -C /OpenROAD-flow-scripts/flow DESIGN_CONFIG=/design/flow/config.mk WORK_HOME=/design/flow/orfs finish
--- design/flow/constraint.sdc ---
current_design Reg_File

set clk_period 11.8
set clk_io_pct 0.2

create_clock -name clk0 -period $clk_period [get_ports {clk}]

set non_clock_inputs [all_inputs -no_clocks]
set_input_delay [expr $clk_period * $clk_io_pct] -clock clk0 $non_clock_inputs
set_output_delay [expr $clk_period * $clk_io_pct] -clock clk0 [all_outputs]
--- design/flow/config.mk ---
export PLATFORM = sky130hd
export DESIGN_NAME = Reg_File
export DESIGN_NICKNAME = Reg_File
export VERILOG_FILES = /design/flow/design.v
export SDC_FILE = /design/flow/constraint.sdc
export NUM_CORES = 4
export LEC_CHECK = 1
export CORE_UTILIZATION = 40
--- design/flow/design.v ---
module Decoder_Onehot
(
	input			[4:0]		Write_Register,
	output reg	[31:0]	one_hot
);
	always@(*) begin
		case (Write_Register)
			0	:	one_hot = 32'b00000000_00000000_00000000_00000001;
			1	:	one_hot = 32'b00000000_00000000_00000000_00000010;
			2	:	one_hot = 32'b00000000_00000000_00000000_00000100;
			3	:	one_hot = 32'b00000000_00000000_00000000_00001000;
			4	:	one_hot = 32'b00000000_00000000_00000000_00010000;
			5	:	one_hot = 32'b00000000_00000000_00000000_00100000;
			6	:	one_hot = 32'b00000000_00000000_00000000_01000000;
			7	:	one_hot = 32'b00000000_00000000_00000000_10000000;
			8	:	one_hot = 32'b00000000_00000000_00000001_00000000;
			9	:	one_hot = 32'b00000000_00000000_00000010_00000000;
			10	:	one_hot = 32'b00000000_00000000_00000100_00000000;
			11	:	one_hot = 32'b00000000_00000000_00001000_00000000;
			12	:	one_hot = 32'b00000000_00000000_00010000_00000000;
			13	:	one_hot = 32'b00000000_00000000_00100000_00000000;
			14	:	one_hot = 32'b00000000_00000000_01000000_00000000;
			15	:	one_hot = 32'b00000000_00000000_10000000_00000000;
			16	:	one_hot = 32'b00000000_00000001_00000000_00000000;
			17	:	one_hot = 32'b00000000_00000010_00000000_00000000;
			18	:	one_hot = 32'b00000000_00000100_00000000_00000000;
			19	:	one_hot = 32'b00000000_00001000_00000000_00000000;
			20	:	one_hot = 32'b00000000_00010000_00000000_00000000;
			21	:	one_hot = 32'b00000000_00100000_00000000_00000000;
			22	:	one_hot = 32'b00000000_01000000_00000000_00000000;
			23	:	one_hot = 32'b00000000_10000000_00000000_00000000;
			24	:	one_hot = 32'b00000001_00000000_00000000_00000000;
			25	:	one_hot = 32'b00000010_00000000_00000000_00000000;
			26	:	one_hot = 32'b00000100_00000000_00000000_00000000;
			27	:	one_hot = 32'b00001000_00000000_00000000_00000000;
			28	:	one_hot = 32'b00010000_00000000_00000000_00000000;
			29	:	one_hot = 32'b00100000_00000000_00000000_00000000;
			30	:	one_hot = 32'b01000000_00000000_00000000_00000000;
			31	:	one_hot = 32'b10000000_00000000_00000000_00000000;
		endcase
	end	
endmodule
module Mux #(parameter WIDTH = 32)(
input [4:0]       Sel,
input [WIDTH-1:0] Din0, 
input [WIDTH-1:0] Din1,
input [WIDTH-1:0] Din2,
input [WIDTH-1:0] Din3,
input [WIDTH-1:0] Din4,
input [WIDTH-1:0] Din5,
input [WIDTH-1:0] Din6,
input [WIDTH-1:0] Din7,
input [WIDTH-1:0] Din8,
input [WIDTH-1:0] Din9,
input [WIDTH-1:0] Din10,
input [WIDTH-1:0] Din11,
input [WIDTH-1:0] Din12,
input [WIDTH-1:0] Din13,
input [WIDTH-1:0] Din14,
input [WIDTH-1:0] Din15,
input [WIDTH-1:0] Din16,
input [WIDTH-1:0] Din17,
input [WIDTH-1:0] Din18,
input [WIDTH-1:0] Din19,
input [WIDTH-1:0] Din20,
input [WIDTH-1:0] Din21,
input [WIDTH-1:0] Din22,
input [WIDTH-1:0] Din23,
input [WIDTH-1:0] Din24,
input [WIDTH-1:0] Din25,
input [WIDTH-1:0] Din26,
input [WIDTH-1:0] Din27,
input [WIDTH-1:0] Din28,
input [WIDTH-1:0] Din29,
input [WIDTH-1:0] Din30,
input [WIDTH-1:0] Din31,
output reg [WIDTH-1:0] Dout );
always @ (*) begin
    case(Sel)
	     5'b00000    : Dout = Din0;
		  5'b00001    : Dout = Din1;
		  5'b00010    : Dout = Din2;
		  5'b00011    : Dout = Din3;
		  5'b00100    : Dout = Din4;
		  5'b00101    : Dout = Din5;
		  5'b00110    : Dout = Din6;
		  5'b00111    : Dout = Din7;
		  5'b01000    : Dout = Din8;
		  5'b01001    : Dout = Din9;
		  5'b01010    : Dout = Din10;
		  5'b01011    : Dout = Din11;
		  5'b01100    : Dout = Din12;
		  5'b01101    : Dout = Din13;
		  5'b01110    : Dout = Din14;
		  5'b01111    : Dout = Din15;
		  5'b10000    : Dout = Din16;
		  5'b10001    : Dout = Din17;
		  5'b10010    : Dout = Din18;
		  5'b10011    : Dout = Din19;
		  5'b10100    : Dout = Din20;
		  5'b10101    : Dout = Din21;
		  5'b10110    : Dout = Din22;
		  5'b10111    : Dout = Din23;
		  5'b11000    : Dout = Din24;
		  5'b11001    : Dout = Din25;
		  5'b11010    : Dout = Din26;
		  5'b11011    : Dout = Din27;
		  5'b11100    : Dout = Din28;
		  5'b11101    : Dout = Din29;
		  5'b11110    : Dout = Din30;
		  5'b11111    : Dout = Din31;
    endcase
end      
endmodule
module Reg_File # (parameter ADDR_WIDTH=5, parameter DATA_WIDTH=32)
	(
	input [ADDR_WIDTH-1:0] A1, A2, A3,
	input rst, clk,
	input WE3, 
	input [DATA_WIDTH-1:0] WD3, 
	output [DATA_WIDTH-1:0]RD1, RD2
	);
wire [DATA_WIDTH-1:0] q [DATA_WIDTH-1:0];
wire [DATA_WIDTH-1:0] one_hot;
Decoder_Onehot dec (.Write_Register(A3), .one_hot(one_hot) );
Reg_param zero (.rst(rst), .clk(clk), .enable(one_hot[0]  & WE3 ), .D(0),   .Q(q[0]));
Reg_param ra   (.rst(rst), .clk(clk), .enable(one_hot[1]  & WE3 ), .D(WD3), .Q(q[1]));
Reg_param #(.reset_value(32'h7fffeffc)) sp   (.rst(rst), .clk(clk), .enable(one_hot[2]  & WE3),  .D(WD3), .Q(q[2]));
Reg_param gp   (.rst(rst), .clk(clk), .enable(one_hot[3]  & WE3),  .D(WD3), .Q(q[3]));
Reg_param tp   (.rst(rst), .clk(clk), .enable(one_hot[4]  & WE3),  .D(WD3), .Q(q[4]));
Reg_param t0   (.rst(rst), .clk(clk), .enable(one_hot[5]  & WE3),  .D(WD3), .Q(q[5]));
Reg_param t1   (.rst(rst), .clk(clk), .enable(one_hot[6]  & WE3),  .D(WD3), .Q(q[6]));
Reg_param t2   (.rst(rst), .clk(clk), .enable(one_hot[7]  & WE3),  .D(WD3), .Q(q[7]));
Reg_param s0   (.rst(rst), .clk(clk), .enable(one_hot[8]  & WE3),  .D(WD3), .Q(q[8]));
Reg_param s1   (.rst(rst), .clk(clk), .enable(one_hot[9]  & WE3),  .D(WD3), .Q(q[9]));
Reg_param a0   (.rst(rst), .clk(clk), .enable(one_hot[10] & WE3), .D(WD3), .Q(q[10]));
Reg_param a1   (.rst(rst), .clk(clk), .enable(one_hot[11] & WE3), .D(WD3), .Q(q[11]));
Reg_param a2   (.rst(rst), .clk(clk), .enable(one_hot[12] & WE3), .D(WD3), .Q(q[12]));
Reg_param a3   (.rst(rst), .clk(clk), .enable(one_hot[13] & WE3), .D(WD3), .Q(q[13]));
Reg_param a4   (.rst(rst), .clk(clk), .enable(one_hot[14] & WE3), .D(WD3), .Q(q[14]));
Reg_param a5   (.rst(rst), .clk(clk), .enable(one_hot[15] & WE3), .D(WD3), .Q(q[15]));
Reg_param a6   (.rst(rst), .clk(clk), .enable(one_hot[16] & WE3), .D(WD3), .Q(q[16]));
Reg_param a7   (.rst(rst), .clk(clk), .enable(one_hot[17] & WE3), .D(WD3), .Q(q[17]));
Reg_param s2   (.rst(rst), .clk(clk), .enable(one_hot[18] & WE3), .D(WD3), .Q(q[18]));
Reg_param s3   (.rst(rst), .clk(clk), .enable(one_hot[19] & WE3), .D(WD3), .Q(q[19]));
Reg_param s4   (.rst(rst), .clk(clk), .enable(one_hot[20] & WE3), .D(WD3), .Q(q[20]));
Reg_param s5   (.rst(rst), .clk(clk), .enable(one_hot[21] & WE3), .D(WD3), .Q(q[21]));
Reg_param s6   (.rst(rst), .clk(clk), .enable(one_hot[22] & WE3), .D(WD3), .Q(q[22]));
Reg_param s7   (.rst(rst), .clk(clk), .enable(one_hot[23] & WE3), .D(WD3), .Q(q[23]));
Reg_param s8   (.rst(rst), .clk(clk), .enable(one_hot[24] & WE3), .D(WD3), .Q(q[24]));
Reg_param s9   (.rst(rst), .clk(clk), .enable(one_hot[25] & WE3), .D(WD3), .Q(q[25]));
Reg_param s10   (.rst(rst), .clk(clk), .enable(one_hot[26] & WE3), .D(WD3), .Q(q[26]));
Reg_param s11   (.rst(rst), .clk(clk), .enable(one_hot[27] & WE3), .D(WD3), .Q(q[27]));
Reg_param t3   (.rst(rst), .clk(clk), .enable(one_hot[28] & WE3), .D(WD3), .Q(q[28]));
Reg_param t4   (.rst(rst), .clk(clk), .enable(one_hot[29] & WE3), .D(WD3), .Q(q[29]));
Reg_param t5   (.rst(rst), .clk(clk), .enable(one_hot[30] & WE3), .D(WD3), .Q(q[30]));
Reg_param t6   (.rst(rst), .clk(clk), .enable(one_hot[31] & WE3), .D(WD3), .Q(q[31]));
Mux Mux1to32_1 (
						  .Sel(A1),
						  .Din0(q[0]), 
						  .Din1(q[1]),
						  .Din2(q[2]),
						  .Din3(q[3]),
						  .Din4(q[4]),
						  .Din5(q[5]),
						  .Din6(q[6]),
						  .Din7(q[7]),
						  .Din8(q[8]),
						  .Din9(q[9]),
						  .Din10(q[10]),
						  .Din11(q[11]),
						  .Din12(q[12]),
						  .Din13(q[13]),
						  .Din14(q[14]),
						  .Din15(q[15]),
						  .Din16(q[16]),
						  .Din17(q[17]),
						  .Din18(q[18]),
						  .Din19(q[19]),
						  .Din20(q[20]),
						  .Din21(q[21]),
						  .Din22(q[22]),
						  .Din23(q[23]),
						  .Din24(q[24]),
						  .Din25(q[25]),
						  .Din26(q[26]),
						  .Din27(q[27]),
						  .Din28(q[28]),
						  .Din29(q[29]),
						  .Din30(q[30]),
						  .Din31(q[31]),
						  .Dout(RD1) 
					);
Mux Mux1to32_2 (
						  .Sel(A2),
						  .Din0(q[0]), 
						  .Din1(q[1]),
						  .Din2(q[2]),
						  .Din3(q[3]),
						  .Din4(q[4]),
						  .Din5(q[5]),
						  .Din6(q[6]),
						  .Din7(q[7]),
						  .Din8(q[8]),
						  .Din9(q[9]),
						  .Din10(q[10]),
						  .Din11(q[11]),
						  .Din12(q[12]),
						  .Din13(q[13]),
						  .Din14(q[14]),
						  .Din15(q[15]),
						  .Din16(q[16]),
						  .Din17(q[17]),
						  .Din18(q[18]),
						  .Din19(q[19]),
						  .Din20(q[20]),
						  .Din21(q[21]),
						  .Din22(q[22]),
						  .Din23(q[23]),
						  .Din24(q[24]),
						  .Din25(q[25]),
						  .Din26(q[26]),
						  .Din27(q[27]),
						  .Din28(q[28]),
						  .Din29(q[29]),
						  .Din30(q[30]),
						  .Din31(q[31]),
						  .Dout(RD2) 
					);
endmodule
module Reg_param #(
parameter width=32,
parameter reset_value = 0
) 
(
input rst, clk, enable,
input [width-1:0]D,
output reg [width-1:0]Q);
always@(negedge rst, posedge clk) begin
    if(!rst)
		    Q  <= reset_value;
	 else if(enable)
		      Q <= D;
			else
			   Q <= Q;
	end
endmodule
==> notes.md <==
Notes on the flow outputs.

- The flow ran to the end, and the final reports show no timing, DRC or antenna violations.
- Ranked by total cell area, the synthesized netlist is headed by sky130_fd_sc_hd__dfrtp_1 48%, sky130_fd_sc_hd__mux2_2 22%, sky130_fd_sc_hd__a22oi_1 9.2%.
- Summing the areas of all xor and xnor instances in the mapped netlist gives 0% of the synthesized area.
- The layout stage reports a final design area of 57200 µm².
- The number of synthesis warnings reads 5.
- Detailed routing placed a total of 95.2 mm of wire on met2.
- The area used by multi-input combinational logic reads 23900 µm².
- The part of the power in combinational logic reads 13.7%.
- The cell-mix breakdown from Yosys lists the adder-cell area share as 0%.
- The portion of synthesized cell area occupied by the leading cell type reads 48.0%.
- The slack of the worst reg-to-reg path is 10920 ps.
- The number of port buffers reads 113.
- The relative area change from synthesis to final layout is 13.8%.
- 114 I/O pins were placed.
- The total routing resource utilization after global routing is 38.1%.
- The row count reads 129.
- Per the CTS log, the buffer count on the longest clock path is 3.
- On the final layout, the worst clock skew is 0 ps.
- The relative slew slack reads 25.7%.
- The report lists the cells along the critical path as clkdlybuf4s50_1, buf_4, nor2b_4, buf_4, buf_4, and2_2, buf_4, a22oi_1, nand4_1, or3_1, clkdlybuf4s50_1.
- The startpoint class of the critical path is an input pin.
- The dominant cell type by count on the critical path reads sky130_fd_sc_hd__buf_4.
- The count of unique library cells instantiated by Yosys reads 61.
- The async set-reset flop share out of synthesis is 100%.
- The violation tally recorded at the end of detailed-routing iteration 0 is 4950.
- The maximum VDD drop reads 0.142 mV.
- The largest single stage delay on the critical path is 660 ps.
- The area taken by flip-flops and latches reads 24900 µm².
- In this run, synthesis produced a sequential element count of 992.
- The vertical die size is 357 µm.
- The count of final setup violators is 0.
- The leading cell type by number of instances after synthesis reads sky130_fd_sc_hd__mux2_2.
- TritonCTS reports the number of clock sinks as 992.
- The floorplan step defined a die boundary enclosing 127000 µm².
- The number of global-route vias before repair reads 41.8k.
- The largest driver fanout on the critical path reads 23.
- Per the post-run analysis, buffers plus inverters along the critical path come to 6.
- Before antenna repair, the detailed router went through 7 iterations.
- The chip area line in the Yosys stat output reads 50300 µm².
- The synthesized-area fraction occupied by ao, oa, aoi and oai cells reads 13.5%.
- The worst path meets setup with 2650 ps of slack.
- The synthesized area per cell is 12.0 µm².
- The pin count of the biggest net entering global routing reads 79.
- The required arrival time at the worst endpoint is 9440 ps.
- The post-CTS repair timing setup buffer count is 0.
- The number of remaining DRC errors is 0.
- Detailed placement reports a standard cell area of 53400 µm².
- The final cycle utilization of the critical path is 77.5%.
- The number of antenna violations at the first check in global routing came to 14.
- TritonCTS built the clock tree.
- The cell-internal power is 6.92 mW.
- CTS added clock buffers totalling 110.
- The element type at the critical path end reads an output pin.
- The post-synthesis simple-gate area fraction reads 10.4%.
- The switching part of the total reads 28.4%.
- STA lists the startpoint of the worst register-to-register path as s5.Q[26].
- The non-filler instance count after layout is 5899.
- The arrival time of data at the worst endpoint is listed as 6790 ps.
- The worst setup slack after placement reads 2920 ps.
- The critical path is of the input pin to output pin type.
- The number of enable flip-flop cells is 0.
- The worst min-delay path class is flop to flop.
- At the end of routability-driven placement, the weighted congestion stood at 1.03.
- The power report puts the leakage power at 26.0 nW.
- The combinational family with the most area after synthesis is multiplexers.
- The met1 routed wirelength after detailed routing is 83.3 mm.
- The clock transition at the register clock pins on the worst setup and hold paths after CTS reads 60 ps.
- The clock period minus worst slack is 9150 ps.
- Per the placement report, the placed cell count is 5674.
- The share of the core filled with cells reads 46.1%.
- For this sky-water flow run, the detailed-routed wirelength per cell is reported as 39.6 µm.
- The maximum clock frequency reads 109 MHz.
- The number of endpoints with negative hold slack in the final report is 0.
- The actual transition at the worst max-transition pin reads 1110 ps.
- The cell taking the most area after synthesis is sky130_fd_sc_hd__dfrtp_1.
- The first global-routing pass estimated 326 mm of wire.
- For this run, the register share of the synthesized area comes to 49.4%.
- In the synthesized netlist the dominant register cell turns out to be sky130_fd_sc_hd__dfrtp_1.
- The post-cts resize count is 0.
- In this run the top signal layer used is met5.
- The tool warning count for the run is 25.
- Counting instances in the post-synthesis netlist gives the leading cell types as 997 x sky130_fd_sc_hd__mux2_2, 964 x sky130_fd_sc_hd__dfrtp_1, 616 x sky130_fd_sc_hd__a22oi_1, 372 x sky130_fd_sc_hd__and3_1, 314 x sky130_fd_sc_hd__clkbuf_1.
- The worst hold slack is 516 ps.
- The net switching power figure reads 2.75 mW.
- The HPWL reported at the end of detailed placement reads 139 mm.
- The number of filler instances in the final layout is 11.0k.
- The clock latency of the later-clocked register in the worst-skew pair reads 730 ps.
- The clock power share is 37.7%.
- Buffers inserted to repair hold after CTS numbered 0.
- The die is 357 µm wide.
- For this block, the via count after detailed routing is 41.9k.
- Setup repair after global routing left no endpoint under its margin.
- The post-synthesis instance area is 50300 µm².
- The yosys stat cell total reads 4184.
- The cell count after synthesis reads 4184.
- The met3 layer wire length in the routed design is 37.6 mm.
- Recorded from the global router log, the overflow total was 0.
- The post-detailed-route count of antenna-violating nets reads 0.
- The number of H-tree levels is 3.
- The fraction of synthesized area in multiplexers reads 22.8%.
- The cell area power density is 169 nW/µm².
- Per the OpenROAD floorplan log, the area of the core is 124000 µm².
- The slowest stage of the critical path belongs to the cell sky130_fd_sc_hd__and2_2.
- The final total power reads 9.67 mW.
- The ratio of cells with drive above 1 in the final layout is 36.5%.
- The kind of cell adding the most delay to the critical path reads buffers and inverters.
- The max-cap check violation count reads 0.
- In the post-route report, total wirelength is listed as 233 mm.
- The via density per instance is 7.10.
- The sequential fraction of design power reads 48.5%.
- Looking at hold timing, the worst path starts from s9.Q[19].
- The final total negative setup slack is 0 ps.
- The count of final max-slew check failures reads 0.
- The clock tree root driver cell is sky130_fd_sc_hd__clkbuf_16.
- The starting density of the core reads 40.5%.
- According to the timing report, the critical path is launched from A2[4].
## worst paths after layout
check	end	depth (start not counted)
worst max-delay path	RD2[30]	11
min in group asynchronous	s5.Q[7]	1
worst max register to register	s5.Q[26]	1
max in group asynchronous	a5.Q[13]	4
worst min register to register	s9.Q[19]	1
worst min-delay path	s9.Q[19]	1
## cell families after synthesis
logic type	after synthesis
flops	992
compound gates	839
buf+inv	453
mux	1017
simple gates	883
## layer usage
layer  vias up  track usage [%]
met5         -             1.26
li1      16200                -
met4        32             20.4
met1     21100             48.4
met2      3499             51.3
met3      1099             22.8
## power groups by stage
stage,Combinational [mW],Sequential [mW],Clock (mW)
6_report,1.33,4.69,3.65
4_1_cts,1.31,4.66,3.67
5_1_grt,1.42,4.76,3.79
## area by class of cell
class                           count  area share, %
Clock buffer                      157           5.56
Tap cell                         1637           3.58
Clock inverter                     51           1.10
Inverter                            1        0.00656
Sequential cell                   992           43.4
Multi-Input combinational cell   2739           41.7
Antenna cell                       17         0.0743
Timing Repair Buffer              305           4.50
## layout by cell type, fill, tap and decap left out, types with 26 or more instances in the layout
cell type,synthesis,routed
sky130_fd_sc_hd__nor2_4,0,37
sky130_fd_sc_hd__clkbuf_16,0,111
sky130_fd_sc_hd__mux2_2,997,997
sky130_fd_sc_hd__clkdlybuf4s50_1,0,112
sky130_fd_sc_hd__nand4_1,74,74
sky130_fd_sc_hd__and2_2,0,26
sky130_fd_sc_hd__nand3_1,176,176
sky130_fd_sc_hd__dfrtp_1,964,964
sky130_fd_sc_hd__buf_4,5,192
sky130_fd_sc_hd__dfstp_2,28,28
sky130_fd_sc_hd__a2111oi_0,81,81
sky130_fd_sc_hd__a2111oi_2,32,32
sky130_fd_sc_hd__a222oi_1,49,49
sky130_fd_sc_hd__and3_1,372,371
sky130_fd_sc_hd__or4_1,62,62
sky130_fd_sc_hd__nand2_1,50,35
sky130_fd_sc_hd__a22oi_1,616,616
Power figures rest on the tool's default switching activity, not on a simulated workload.
