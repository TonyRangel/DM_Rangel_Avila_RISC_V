**./run.sh**
```bash
#!/bin/bash
# OpenROAD 26Q1-2900-gdf79404cd8, Yosys 0.63+post, stock flow scripts
make -C /OpenROAD-flow-scripts/flow DESIGN_CONFIG=/design/flow/config.mk WORK_HOME=/design/flow/orfs finish
```
**./config.mk**
```make
export PLATFORM = sky130hd
export DESIGN_NAME = UART
export DESIGN_NICKNAME = UART
export VERILOG_FILES = /design/flow/design.v
export SDC_FILE = /design/flow/constraint.sdc
export NUM_CORES = 4
export LEC_CHECK = 1
export CORE_UTILIZATION = 40
```
**./constraint.sdc**
```tcl
current_design UART

set clk_period 1.4
set clk_io_pct 0.2

create_clock -name clk0 -period $clk_period [get_ports {clk}]

set non_clock_inputs [all_inputs -no_clocks]
set_input_delay [expr $clk_period * $clk_io_pct] -clock clk0 $non_clock_inputs
set_output_delay [expr $clk_period * $clk_io_pct] -clock clk0 [all_outputs]
```
**./design.v**
```verilog
`timescale 1ns / 1ps
module Bit_Rate_Pulse
 # (parameter delay_counts = 11 ) 
    (input clk,
    input rst,
    input enable,
    output end_bit_time
    );
 reg [12:0]count ;  
assign end_bit_time = (delay_counts - 1'b1 ==count)?1'b1:1'b0;
always @(posedge rst, posedge clk)
    begin
        if (rst)
            count <= 13'b0;
        else 
            if (enable)
                if (end_bit_time)
                         count <= 13'b0;
                else 
                        count <= count + 13'b1;
             else
                count <= count;
     end
endmodule
`timescale 1ns / 1ps
module Counter_Param
 # (parameter n = 8)
(
    input clk,
    input rst,
    input enable,
    output reg [n-1:0] Q
    );
wire [n-1:0] NxtQ;
assign NxtQ = Q + 1'b1;
always @(posedge rst, posedge clk) 
    begin
        if (rst)
            Q <= {n{1'b0}};
        else
            if (enable)
                Q <= NxtQ;
            else
                Q <= Q;
    end 
endmodule
`timescale 1ns / 1ps
module FF_D_2enable(
    input clk,
    input rst,
    input en0,
	 input en1,
    input d0,
	 input d1,
    output reg q
    );
always @(posedge rst, posedge clk)  
    begin
        if(rst)
            q <= 1'b1;
        else
            if(en0)
                q <= d0;
            else if (en1)
				    q <= d1;
				else
                q <= q;
end
endmodule
`timescale 1ns / 1ps
module FF_D_enable(
    input clk,
    input rst,
    input enable,
    input d,
    output reg q
    );
always @(posedge rst, posedge clk)  
    begin
        if(rst)
            q <= 1'b0;
        else
            if(enable)
                q <= d;
            else
                q <= q;
end
endmodule
`timescale 1ns / 1ps
module FSM_UART_rx(
	input rx,
	input clk,
	input rst,
	input end_bit_time_t,  
	input [3:0] Rx_bit_Count,  
	output reg bit_counter_en_rx,  
	output reg bit_shift_en_rx,  
	output reg bit_WAIT_RX,  
	output reg rst_WAIT_RX,  
	output reg rst_bit_counter_rx,  
	output reg finish,
	output reg busy
);
localparam INI_R		= 3'b000;
localparam START_R	= 3'b001;
localparam WAIT_RX	= 3'b010;
localparam RESET_TIM	= 3'b011;
localparam RX_BITS	= 3'b100;
localparam STOP		= 3'b101;
reg [2:0] Rx_state;
reg samp;
wire So;
always @(posedge rst, posedge clk)
	begin
		if (rst) 
		begin
			Rx_state<= INI_R;
		end
		else
		case (Rx_state)
				INI_R: 		
					if (rx==0)
						Rx_state <= START_R;
				START_R:		
					Rx_state <= WAIT_RX;
				RX_BITS:	
					if (Rx_bit_Count == 4'b1001)
						Rx_state <= STOP;
					else
						Rx_state <= WAIT_RX;
				WAIT_RX:	
					if (end_bit_time_t)	
						if (So == 4'b0)
						begin
							Rx_state <= RX_BITS;
						end
						else
						begin
							Rx_state <= RESET_TIM;
						end
					else
						Rx_state <= WAIT_RX;
				RESET_TIM:
						Rx_state <= WAIT_RX;		
				STOP:		
					Rx_state <= INI_R;
				default:		
					Rx_state <= INI_R;
		endcase
	end
always @(Rx_state)
	begin
				case(Rx_state)
				INI_R: 	
					begin
						bit_counter_en_rx = 1'b0;
						rst_bit_counter_rx = 1'b0;
						bit_shift_en_rx = 1'b0;
						bit_WAIT_RX = 1'b0;
						rst_WAIT_RX = 1'b0;
		            busy = 1'b0;				
						finish = 1'b0;
						samp = 1'b0;
					end
				START_R: 	
					begin
						bit_counter_en_rx = 1'b0;
						rst_bit_counter_rx = 1'b1;
						bit_shift_en_rx = 1'b0;
						bit_WAIT_RX = 1'b0;
						rst_WAIT_RX = 1'b1;
		            busy = 1'b1;				
						finish = 1'b0;
						samp = 1'b0;
					end
				RX_BITS: 	
					begin
						bit_counter_en_rx = 1'b1;
						rst_bit_counter_rx = 1'b0;
						bit_shift_en_rx = 1'b1;
						bit_WAIT_RX = 1'b0;
						rst_WAIT_RX = 1'b1;
		            busy = 1'b1;				
						finish = 1'b0;
						samp = 1'b1;
					end
				WAIT_RX:
					begin
						bit_counter_en_rx = 1'b0;
						rst_bit_counter_rx = 1'b0;
						bit_shift_en_rx = 1'b0;
						bit_WAIT_RX = 1'b1;
						rst_WAIT_RX = 1'b0;
		            busy = 1'b1;				
						finish = 1'b0;
						samp = 1'b0;
					end
				RESET_TIM:
					begin
						bit_counter_en_rx = 1'b0;
						rst_bit_counter_rx = 1'b0;
						bit_shift_en_rx = 1'b0;
						bit_WAIT_RX = 1'b0;
						rst_WAIT_RX = 1'b1;
		            busy = 1'b1;				
						finish = 1'b0;
						samp = 1'b1;	
					end
				STOP: 	
					begin
						bit_counter_en_rx = 1'b0;
						rst_bit_counter_rx = 1'b1;
						bit_shift_en_rx = 1'b0;
						bit_WAIT_RX = 1'b0;
						rst_WAIT_RX = 1'b1;
		            busy = 1'b0;				
						finish = 1'b1;	
						samp = 1'b1;	
					end						
				default:
					begin
						bit_counter_en_rx = 1'b0;
						rst_bit_counter_rx = 1'b0;
						bit_shift_en_rx = 1'b0;
						bit_WAIT_RX = 1'b0;
						rst_WAIT_RX = 1'b0;
		            busy = 1'b0;				
						finish = 1'b0;	
						samp = 1'b0;	
					end
			endcase
	end
FF_D_enable Sampling(
.clk(clk),
.rst(rst),
.enable(samp),
.d(~So),
.q(So));
endmodule
`timescale 1ns / 1ps
module FSM_UART_tx(
    input tx,
    input clk,
    input rst,
    input end_bit_time_t,  
    input [3:0] Tx_bit_Count,  
	 output reg bit_counter_en_tx,  
	 output reg bit_enable_start,  
	 output reg bit_shift_en_tx,  
	 output reg bit_wait_tx,  
    output reg rst_wait_tx,  
    output reg rst_bit_counter_tx,  
	 output reg wb,
	 output reg finish,
	 output reg busy
    );
localparam INI_T		= 3'b000;
localparam START_T		= 3'b001;
localparam WAIT_TX	= 3'b011;
localparam TX_BITS_T	= 3'b010;
localparam STOP_T			= 3'b110;
reg [2:0] Tx_state;
always @(posedge rst, posedge clk)
	begin
		if (rst) 
			Tx_state<= INI_T;
		else 
		case (Tx_state)
				INI_T: 		if (tx)
								Tx_state <= START_T;
				START_T:		Tx_state <= WAIT_TX;
				TX_BITS_T:	if (Tx_bit_Count == 4'b1010)
								Tx_state <= STOP_T;
							else
								Tx_state <= WAIT_TX;
				WAIT_TX:	if (end_bit_time_t)	
								Tx_state <= TX_BITS_T;
							else
								Tx_state <= WAIT_TX;
				STOP_T:		Tx_state <= INI_T;
				default:		Tx_state <= INI_T;
		endcase
	end
always @(Tx_state)
	begin
				case(Tx_state)
				INI_T: 	
					begin
						bit_counter_en_tx = 1'b0;
						bit_enable_start = 1'b0;
						bit_shift_en_tx = 1'b0;
						bit_wait_tx = 1'b0;
						rst_wait_tx = 1'b0;
						rst_bit_counter_tx = 1'b0;
						wb = 1'b0;
		            busy = 1'b0;				
						finish = 1'b0;
					end
				START_T: 	
					begin
						bit_counter_en_tx = 1'b0;
						bit_enable_start = 1'b1;
						bit_shift_en_tx = 1'b0;
						bit_wait_tx = 1'b0;
						rst_wait_tx = 1'b1;
						rst_bit_counter_tx = 1'b1;	
						wb = 1'b1;	
		            busy = 1'b1;					
						finish = 1'b0;
					end
				TX_BITS_T: 	
					begin
						bit_counter_en_tx = 1'b1;
						bit_enable_start = 1'b0;
						bit_shift_en_tx = 1'b1;
						bit_wait_tx = 1'b0;
						rst_wait_tx = 1'b1;
						rst_bit_counter_tx = 1'b0;
						wb = 1'b0;		
		            busy = 1'b1;			
						finish = 1'b0;				
					end
				WAIT_TX:
					begin
						bit_counter_en_tx = 1'b0;
						bit_enable_start = 1'b0;
						bit_shift_en_tx = 1'b0;
						bit_wait_tx = 1'b1;
						rst_wait_tx = 1'b0;
						rst_bit_counter_tx = 1'b0;
						wb = 1'b0;		
		            busy = 1'b1;				
						finish = 1'b0;			
					end
				STOP_T: 	
					begin
						bit_counter_en_tx = 1'b0;
						bit_enable_start = 1'b0;
						bit_shift_en_tx = 1'b0;
						bit_wait_tx = 1'b0;
						rst_wait_tx = 1'b1;
						rst_bit_counter_tx = 1'b1;
						wb = 1'b1;		
		            busy = 1'b0;				
						finish = 1'b1;			
					end						
				default:
					begin
						bit_counter_en_tx = 1'b0;
						bit_enable_start = 1'b0;
						bit_shift_en_tx = 1'b0;
						bit_wait_tx = 1'b0;
						rst_wait_tx = 1'b0;
						rst_bit_counter_tx = 1'b0;
						wb = 1'b0;		
		            busy = 1'b0;				
						finish = 1'b0;			
					end
			endcase
	end
endmodule
module RXshift_register(
 input clk,
 input rst,
 input en_start,
 input ser_bit,
 output [7:0]Sw
);
wire [10:0] shift_bits;
assign shift_bits[10] = ser_bit;
assign Sw = shift_bits[8:1];
genvar gi;
generate 
  for(gi = 0; gi<10; gi = gi +1) 
  begin:FF_
    FF_D_enable FF(
    .clk(clk),
    .rst(rst),
    .enable(en_start),
    .d(shift_bits[gi+1]),
    .q(shift_bits[gi]));
  end
endgenerate
endmodule
module Register #(parameter DATA_WIDTH=32)(
  input [(DATA_WIDTH-1):0] D,
  input [(DATA_WIDTH-1):0] RST_D,
  input rst,
  input en,
  input clk,
  output reg [(DATA_WIDTH-1):0]Q
);
always @ (posedge clk, posedge rst)
begin
  if(rst==1)begin
    Q<=RST_D;
  end
  else if (en == 1) begin
    Q<=D;
  end
end
endmodule
module TXshift_register(
 input clk,
 input rst,
 input en_start,
 input en_shift,
 input [9:0]Sw,
 output ser_bit
);
wire [10:0] shift_bits;
assign shift_bits[0] = 1'b1;
assign ser_bit = shift_bits[10];
genvar gi;
generate 
  for(gi = 0; gi<10; gi = gi +1) 
  begin:FF_
    FF_D_2enable FF(
    .clk(clk),
    .rst(rst),
    .en0(en_start),
    .en1(en_shift),
    .d0(Sw[9-gi]),
    .d1(shift_bits[gi]),
    .q(shift_bits[gi+1]));
  end
endgenerate
endmodule
module UART
(
input clk,
input rst,
input wrtEn,
input addr,
input [31:0] TxData,
input SerialIn,
output [31:0] ReadReg,
output SerialOut
);
wire [31:0] TxRegD, RxRegD;
wire [7:0] TxBits31_24, RxData;
wire TxBusy, TxBit0, RegEn, Txfinish, UARTwrt, RxFinish,RxBusy, clrRxFin;
assign TxBit0 = (Txfinish == 1'b1)? 1'b0:TxData[0];
assign RegEn = wrtEn | UARTwrt;
assign TxBits31_24 = (TxBusy == 1'b1)? 8'b0: TxData[31:24]; 
assign ReadReg = (addr == 1'b0)? TxRegD: RxRegD;
Register #(.DATA_WIDTH(32)) TXReg(
.D({TxBits31_24,{22{1'b0}},TxBusy,TxBit0}),
.RST_D(32'h0000_0000),
.rst(rst),
.en(RegEn),
.clk(clk),
.Q(TxRegD)
);
assign clrRxFin = RxFinish | (RxRegD[9] & ((addr == 1'b1 && wrtEn == 1'b1)? 1'b0: 1'b1));
Register #(.DATA_WIDTH(32)) RXReg(
.D({{22{1'b0}},clrRxFin,RxBusy,RxData}),
.RST_D(32'h0000_0000),
.rst(rst),
.en(1'b1),
.clk(clk),
.Q(RxRegD)
);
UART_TX TX(
	.clk(clk),
	.n_rst(rst),
	.data(TxRegD[31:24]),
	.btn_tx(TxRegD[0]),
   .tx_line(SerialOut),
	.wb(UARTwrt),
	.busy(TxBusy),
	.finish(Txfinish)
);
UART_RX RX(
.clk(clk),
.n_rst(rst),
.rx_line(SerialIn),
.data(RxData),
.finish(RxFinish),
.busy(RxBusy)
);
endmodule
module UART_RX (
	input clk,
	input n_rst,
	input rx_line,
	output [7:0] data,
	output finish,
	output busy
);
wire endBit, EnBitCnt, ShiftEn, WaitEn, RstWait, RstBitCnt;
wire [3:0] BitCnt;
Bit_Rate_Pulse # (.delay_counts(2604) ) BR_pulse_rx ( 
.clk(clk), 
.rst(RstWait), 
.enable(WaitEn), 
.end_bit_time(endBit) 
);
FSM_UART_rx FSM_rx(
.rx(rx_line),
.clk(clk),
.rst(n_rst),
.end_bit_time_t(endBit),  
.Rx_bit_Count(BitCnt),  
.bit_counter_en_rx(EnBitCnt),  
.bit_shift_en_rx(ShiftEn),  
.bit_WAIT_RX(WaitEn),  
.rst_WAIT_RX(RstWait),  
.rst_bit_counter_rx(RstBitCnt),  
.finish(finish),
.busy(busy)
);
Counter_Param # (.n(4) ) Counter_bits_rx (
.clk(clk), 
.rst(RstBitCnt), 
.enable(EnBitCnt), 
.Q(BitCnt)    
);
RXshift_register SR(
 .clk(clk),
 .rst(n_rst),
 .en_start(ShiftEn),
 .Sw(data),
 .ser_bit(rx_line)
);
endmodule	
`timescale 1ns / 1ps
module UART_TX (
	input clk,
	input n_rst,
	input [7:0] data,
	input btn_tx,
	output tx_line,
	output wb,
	output finish,
	output busy
	);
wire parity_tx;
assign parity_tx = ^data;   
wire rst_bit_counter_tx, bit_counter_en_tx, rst_wait_tx, bit_wait_tx, end_bit_time, bit_enable_start, bit_shift_en_tx;
wire [3:0]count_bits_t;
Bit_Rate_Pulse # (.delay_counts(5208) ) BR_pulse_tx ( 
.clk(clk), 
.rst(rst_wait_tx), 
.enable(bit_wait_tx), 
.end_bit_time(end_bit_time) 
);
FSM_UART_tx FSM_tx(
.tx(btn_tx), 
.clk(clk), 
.rst(n_rst), 
.end_bit_time_t(end_bit_time), 
.Tx_bit_Count(count_bits_t), 
.bit_counter_en_tx(bit_counter_en_tx),
.bit_enable_start(bit_enable_start), 
.bit_shift_en_tx(bit_shift_en_tx), 
.bit_wait_tx(bit_wait_tx), 
.rst_wait_tx(rst_wait_tx), 
.rst_bit_counter_tx(rst_bit_counter_tx),
.wb(wb),
.finish(finish),
.busy(busy)
);
Counter_Param # (.n(4) ) Counter_bits_tx (
.clk(clk), 
.rst(rst_bit_counter_tx), 
.enable(bit_counter_en_tx), 
.Q(count_bits_t)    
);
TXshift_register SR(
 .clk(clk),
 .rst(n_rst),
 .en_start(bit_enable_start),
 .en_shift(bit_shift_en_tx),
 .Sw({parity_tx,data,1'b0}),
 .ser_bit(tx_line)
);
endmodule
```
==> reports/qor.csv <==
metric,value,unit
status,"complete, no violations",
avgViaCountPerCell,4.793,
reg2reg_slack,0.02,ns
ys_sh_xor,0.08053,
worstHoldPathType,input port to asynchronous set/reset pin,
worstSetupEndpointType,flop,
simple_gate_share,0.1677,
fin_skew,0.01283,ns
power_density,918.4,mW/mm²
post_synth_main_area_contributors,"sky130_fd_sc_hd__dfrtp_1 (48%), sky130_fd_sc_hd__dfstp_2 (8.3%), sky130_fd_sc_hd__xnor2_1 (4.4%), sky130_fd_sc_hd__mux2i_1 (3.4%), sky130_fd_sc_hd__xor2_1 (3.2%)",
wirelength,6911,µm
pwr-share-clk,0.385,
timing.fmax,724.5,MHz
grtUsageMet1,0.2454,
synth.lib_cells_used.distinct,43,
fillCellCount,789,
initial_utilization,0.4122,
global_route.usage.total,0.1534,
synth.mux.area_fraction,0.06106,
std_cell_rows,35,
vias_in_the_first_global_route,2503,
gp_routability_congestion,0.7732,
ctsRootBufferMaster,sky130_fd_sc_hd__clkbuf_8,
cts.path.max_buffers,2,
detail_route.wl_per_cell,13.02,µm
top_area_cell,sky130_fd_sc_hd__dfrtp_1,
h-tree-depth,3,
postSynth.asyncResetShare,1.000,
postSynth.topFlopCell,sky130_fd_sc_hd__dfrtp_1,
p_int,3527,µW
hold_viol,0,
worstSetupPathDepth,4,
cts.hold.buffers_added,0,
post_synth.cell_area_avg,11.63,µm²
yosys.area_share.adder,0.01980,
slowest_stage,sky130_fd_sc_hd__dfrtp_1,
final.period_utilization,0.9858,
setup_viol_count_final,0,
cp_data_arrival_time,1.62,ns
startpoint,TX.BR_pulse_tx.count[2],
drive_gt1_frac,0.3214,
power.switching_fraction,0.2312,
power_switching,1061,µW
clock_insertion_delay_worst_skew,0.35,ns
combinationalPowerShare,0.072,
timing.final.max_slew_violations,0,
grt-busiest-layer,met1,
yosys.area_share.aoi,0.05149,
final_antenna_net_count,0,
period_minus_slack,1.380,ns
chipArea,0.009871,mm²
global_route.usage.met2,0.2350,
post_synthesis_cell_type_with_the_largest_instance_count,sky130_fd_sc_hd__dfrtp_1,
critPathKind,flop to flop,
cts_made_buffers,9,
r2r_start,TX.BR_pulse_tx.count[2],
netlist_area,0.003791,mm²
final.setup.worst_slack,0.01982,ns
critPathTopFamily,simple AND/OR/NAND/NOR gates,
report.power.total,4588,µW
design.core.area,0.009196,mm²
gr-usage-met3,0.03360,
grt_first_pass_wirelength,11700,µm
topCombFamilyByArea,simple AND/OR/NAND/NOR gates,
vias,2545,
worst_setup_path_endpoint,TX.BR_pulse_tx.count[9],
crit_required,1.64,ns
overflow,0,
detail_route.drc_violations,0,
numSynthFlops,85,
firstDrtPassIters,4,
number_of_enable_type_register_cells_in_the_synthesized_netlist,0,
place_worst_setup_slack,-0.4408,ns
power.static_leakage,0.002350,µW
antenna_violations_before_repair,0,
yosys_warnings,9,
worstPathCellList,"and4_4, nand3_4, or3_4, xnor2_2",
syn-instance-count,326,
detailedRoute.firstIterationViolations,45,
power.sequential.fraction,0.544,
clk_pin_slew_worst_paths,0.10,ns
grt_setup_unrepaired,yes,
dp_hpwl,4712,µm
clock_tree_from_tritoncts,yes,
tool_warnings,51,
r2r.worst_path.cells,4,
cts_num_sinks,85,
synth_sequential_area_ratio,0.5650,
synth_largest_type_area_fraction,0.4818,
grt_start_max_net_pins,25,
synth-cells-yosys,326,
cp_num_buf_inv,0,
num_antenna_cells,0,
post_synth_most_frequent_cells,"sky130_fd_sc_hd__dfrtp_1 (73), sky130_fd_sc_hd__nand2_1 (24), sky130_fd_sc_hd__xnor2_1 (19)",
critPathLaunchType,flop,
cp_max_fo,5,
numPortBuffers,32,
io-pin-count,70,
timing.critical_path.slowest_cell_delay,0.43,ns
areaGrowthSynthToFinish,31.78,%
floorplan.die.width,99.36,µm
vdd.ir_drop.worst,509.1,µV
drv.max_cap_violation_count,0,
totalNegativeSetupSlack,0,ns
reg2reg_to,TX.BR_pulse_tx.count[9],
dieHeight,99.36,µm
ys_area,0.003791,mm²
[cells in the final DEF (no fill, tap or decap), types with 5 or more instances in the layout]
cell type                         count
sky130_fd_sc_hd__a21oi_1              5
sky130_fd_sc_hd__a22o_1               8
sky130_fd_sc_hd__and2_1               9
sky130_fd_sc_hd__buf_4               53
sky130_fd_sc_hd__clkbuf_8             9
sky130_fd_sc_hd__clkdlybuf4s15_1     15
sky130_fd_sc_hd__clkdlybuf4s50_1     12
sky130_fd_sc_hd__conb_1              14
sky130_fd_sc_hd__dfrtp_1             72
sky130_fd_sc_hd__dfstp_2             12
sky130_fd_sc_hd__inv_1                9
sky130_fd_sc_hd__mux2_2               9
sky130_fd_sc_hd__mux2i_1             13
sky130_fd_sc_hd__nand2_1             24
sky130_fd_sc_hd__nand3_1              7
sky130_fd_sc_hd__nand4_1             10
sky130_fd_sc_hd__nor2_1              16
sky130_fd_sc_hd__o21ai_0             10
sky130_fd_sc_hd__xnor2_1             19
sky130_fd_sc_hd__xor2_1              14
[routing by layer]
| layer | routed length [µm] | share of wire |
|---|---|---|
| met1 | 3426 | 0.50 |
| met2 | 3159 | 0.46 |
| met3 | 253 | 0.037 |
| met4 | 71 | 0.010 |
| met5 | 0 | 0 |
[power groups by stage]
stage | Clock (µW) | Combinational (µW) | Sequential, µW
after global routing | 1960 | 362 | 2500
final | 1770 | 329 | 2490
after CTS | 1830 | 316 | 2490
[layout make-up]
cell class                      instances  area [µm²]  share of cell area
Timing Repair Buffer                   90       792.0              0.1585
Tap cell                              111       138.9             0.02780
Sequential cell                        85        2143              0.4290
Multi-Input combinational cell        216        1664              0.3331
Clock buffer                            9       123.9             0.02479
Inverter                               13       52.55             0.01052
Clock inverter                          7       81.33             0.01628
[cells by family after synthesis]
group                    after synthesis
flip-flops                            85
adder cells (fa/ha/maj)                6
XOR/XNOR                              34
other                                  1
buffers and inverters                 38
AND/OR/NAND/NOR                      110
multiplexers                          22
AND-OR/OR-AND                         30
[worst min path at each step]
stage,cells after the start,to,slack (ns),start
finish,2,RX.SR.FF_[4].FF.q,0.19,rst
global route,2,RX.SR.FF_[4].FF.q,0.20,rst
CTS,2,RX.SR.FF_[5].FF.q,0.18,rst
[registers in the layout, summed over array words and instances (netlist names)]
name / count
RX.BR_pulse_rx.count: 13
RX.Counter_bits_rx.Q: 4
RX.FSM_rx.Rx_state: 6
RX.FSM_rx.Sampling.q: 1
RX.SR.FF_.FF.q: 9
RXReg.Q: 10
TX.BR_pulse_tx.count: 13
TX.Counter_bits_tx.Q: 4
TX.FSM_tx.Tx_state: 5
TX.SR.FF_.FF.q: 10
TXReg.Q: 10
[stage by stage]
stage / utilization / std cells / cell area, µm² / hold slack (ns)
2_1_floorplan: - / 339 / 3864 / 0.2611
3_3_place_gp: 0.4936 / 503 / 4539 / 0.3232
3_5_place_dp: 0.4936 / 503 / 4539 / 0.3282
4_1_cts: 0.5254 / 522 / 4832 / 0.1850
5_1_grt: 0.5433 / 531 / 4996 / 0.2025
6_report: 0.5433 / 531 / 4996 / 0.1938
[what timing repair did]
action	4_1_cts	5_1_grt
resized	43	39
setup buffers	2	9
hold endpoints to repair	0	0
cloned	1	0
setup endpoints to repair	30	40
pin swaps	11	21
Power and IR drop assume default switching activity.
